==> ./design.v <==
`timescale 1ns / 1ps
module servoMotor(
                 clk,
                 rst,
                 duty_cycle_i,
                 servo_o
    );
    input clk;
    input [7:0] duty_cycle_i;
    input rst;
    output wire servo_o;
    reg servo;
    integer state;
    integer counter;
    integer duty_cycle;
    integer counter_clock;
    reg clock_enable;
    assign servo_o = servo;
    always @ (posedge clk)
      begin
        if (!rst)
          begin
            state <= 0;
            counter <=0;
            duty_cycle <= 0;
            counter_clock <= 0;
            clock_enable <=0;
            servo <= 0;
          end 
        else
          counter_clock <= counter_clock +1;
          if (counter_clock ==8'h77)
            begin
              clock_enable <= 1;
              counter_clock <= 1;
            end 
          if (clock_enable)
            begin
            counter <= counter +1;
              case (state)
                0:
                  begin
                    duty_cycle <= duty_cycle_i +100;
                    state <= 1;
                    counter <= 0;
                  end 
                1:
                  begin
                    servo <= 1;
                    if (counter == duty_cycle )
                      begin
                        servo <= 0;
                        state <= 2;
                      end 
                  end 
                2:
                  begin
                    if (counter == 16'h7CE)
                      begin
                        counter <= 0;
                        state <= 1;
                        duty_cycle <= duty_cycle_i +100;
                      end 
                  end 
              endcase
            end 
      end 
endmodule
==> ./run.sh <==
#!/bin/bash
# OpenROAD 26Q1-2900-gdf79404cd8, Yosys 0.63+post, stock flow scripts
make -C /OpenROAD-flow-scripts/flow DESIGN_CONFIG=/design/flow/config.mk WORK_HOME=/design/flow/orfs finish
==> ./config.mk <==
export PLATFORM = sky130hd
export DESIGN_NAME = servoMotor
export DESIGN_NICKNAME = servoMotor
export VERILOG_FILES = /design/flow/design.v
export SDC_FILE = /design/flow/constraint.sdc
export NUM_CORES = 4
export LEC_CHECK = 1
export CORE_UTILIZATION = 50
==> ./constraint.sdc <==
current_design servoMotor

set clk_period 6.8
set clk_io_pct 0.2

create_clock -name clk0 -period $clk_period [get_ports {clk}]

set non_clock_inputs [all_inputs -no_clocks]
set_input_delay [expr $clk_period * $clk_io_pct] -clock clk0 $non_clock_inputs
set_output_delay [expr $clk_period * $clk_io_pct] -clock clk0 [all_outputs]
==> results.json <==
{
  "status": "completed",
  "n_antenna_cell": 0,
  "clkSinkCount": 101,
  "io_pins": 11,
  "rows": 35,
  "pwr-share-clk_pct": 41.0,
  "max_freq_mhz": 380.6,
  "die_y_um": 100.3,
  "numPortBuffers": 10,
  "ys_seq_share_pct": 48.52,
  "fin_skew_ps": 12.32,
  "avgSynthCellArea_um2": 9.811,
  "ys_warn_count": 1,
  "fillCellCount": 791,
  "dr.pass1.iters": 4,
  "cp.required_ps": 7070,
  "grt-ovfl-total": 0,
  "yosysTopAreaCell": "dfxtp_1",
  "arrival_ps": 2900,
  "p_per_area_mw_per_mm2": 219.0,
  "hold_viol_final": 0,
  "ys_types": 40,
  "die_w_um": 100.3,
  "setup_viol": 0,
  "synth_flops": 101,
  "cts_resized": 0,
  "pwr-share-comb_pct": 3.4,
  "antenna_found_initial": 0,
  "synth-edff-count": 32,
  "preCtsSetupSlack_ps": 3830,
  "synthTopCellsByArea": "dfxtp_1, edfxtp_1, xor2_1, nor2_1, xnor2_1",
  "hold_path_class": "reg2reg",
  "drt_iter0_drc": 137,
  "drt-total-wl_um": 9559,
  "vdd_ir_drop_max_mv": 0.2352,
  "post-cts-setup-buffers": 0,
  "p_switching_mw": 0.2419,
  "ant_nets": 0,
  "synth_top_area_share_pct": 28.62,
  "drc": 0,
  "syn_area_mm2": 0.004827,
  "cts_root_buf": "clkbuf_8",
  "p_seq_share_pct": 55.6,
  "cp-start-kind": "flop",
  "synthTopCellsByCount": "xor2_1, nor2_1, dfxtp_1, edfxtp_1, nand3_1",
  "area_growth_pct": 9.539,
  "synth-async-reset-ratio_pct": 0,
  "post-synth-top-count-cell": "xor2_1",
  "reg2regPathDepth": 7,
  "clk_pin_slew_worst_paths_ps": 100,
  "yosys_cells": 492,
  "vias": 3359,
  "end_kind": "flop",
  "grt_pass1_vias": 3149,
  "via_per_inst": 5.298,
  "holdBufCountCts": 0,
  "postLayoutCoreUtil_pct": 56.95,
  "slew_viol_final": 0,
  "clock_path_buffers": 2,
  "fp_util_pct": 51.99,
  "fin_crit_ps": 2627,
  "fin_crit_sh_pct": 38.64,
  "fin_ws_ps": 4173,
  "place_congestion": 0.8337,
  "post_drt_wl_per_cell_um": 15.08,
  "internal_power_mw": 0.9159,
  "rsz0062_at_grt": "no",
  "setup_tns_ps": 0,
  "groute.usage.overall_pct": 21.49,
  "grt_pass1_wl_um": 15980,
  "crit_fanout": 32,
  "critPathKind": "reg2reg",
  "dp_hpwl_um": 6574,
  "ys.flop_type": "dfxtp_1",
  "cts_tree": "done",
  "tightest_slew_ps": 695.6,
  "core_mm2": 0.009284,
  "sw_frac_of_total_pct": 20.89,
  "cts_max_level": 3,
  "worstSkewPairLatency_ps": 370,
  "grt_max_degree": 33,
  "syn_inst": 492,
  "hold_depth": 1,
  "cts_buffers": 9,
  "p_leak_nw": 1.964,
  "chipArea_mm2": 0.01005,
  "synth_chip_area_mm2": 0.004827,
  "drive_above_1_share_pct": 5.545,
  "max_cap_viol_count": 0,
  "slew_headroom_pct": 53.20,
  "tool_warnings": 26
}
[area by class of cell]
cell class	count	area [um^2]	share of cell area [%]
multi-input cells	363	2347	44.39
flip-flops and latches	101	2342	44.30
well taps	129	161.4	3.053
clock buffers	12	156.4	2.958
repair buffers	16	145.1	2.745
clock inverters	4	101.3	1.917
inverters	9	33.78	0.6389
[placed cells by master (no fill, tap or decap), types with 2 or more instances in the layout]
cell type,instances
nor4_2,3
clkbuf_1,2
and2_1,25
o21ai_0,5
or3_1,3
nor4b_1,3
inv_1,9
clkbuf_8,9
edfxtp_1,32
nand2_1,27
bufinv_16,3
nand3_1,28
nand2b_1,3
nor2_1,71
and3_1,10
and4_1,7
a21oi_1,4
nand4_1,24
nor3_1,7
clkdlybuf4s50_1,10
dfxtp_1,69
xnor2_1,18
ha_1,4
buf_4,6
a22o_1,8
a21o_1,3
nor4_1,20
xor2_1,76
or4_1,2
[through the flow]
stage	power (mW)	hold WS [ps]	instances	instance area, um^2
2_1_floorplan	0.6810	430.8	492	4827
3_3_place_gp	0.6971	461.5	618	5030
3_5_place_dp	0.6973	465.9	618	5030
4_1_cts	1.173	491.8	634	5288
5_1_grt	1.203	502.3	634	5288
6_report	1.158	486.4	634	5288
[routing by layer]
layer | global-route usage (%) | wire (um) | vias to the layer above
met1 | 33.04 | 4489 | 1564
li1 | - | - | 1735
met3 | 4.958 | 405 | 12
met5 | 0 | 0 | -
met4 | 2.787 | 133 | 0
met2 | 33.67 | 4530 | 48
[cell families after synthesis]
kind of cell | Yosys count | synth area share [%]
adders and majority gates | 4 | 1.037
and+or+nand+nor | 238 | 26.23
DFF | 101 | 48.52
buffers and inverters | 28 | 2.851
xor gates and xnor gates | 94 | 17.06
AOI/OAI and AO/OA | 27 | 4.303
[worst max-delay path, stage by stage, from the launching register on]
cell and delay (ps):
edfxtp_1 530, inv_1 100, ha_1 200, nor4b_1 270
nand3_1 250, or4_1 550, o311a_2 320, a22o_1 310
[power groups by stage]
stage | clock network, mW | logic (mW) | registers [mW]
finish | 0.475 | 0.0391 | 0.644
global route | 0.513 | 0.0441 | 0.646
CTS | 0.489 | 0.0396 | 0.644
[registers in the layout, indices dropped and copies added (netlist names)]
register / cells
state: 3
duty_cycle: 32
servo: 1
counter: 32
clock_enable: 1
counter_clock: 32
[final timing paths]
kind / start / to / slack (ps)
max reg2reg: counter[0] / duty_cycle[7] / 4170
min: duty_cycle[9] / duty_cycle[9] / 490
max: counter[0] / duty_cycle[7] / 4170
min reg2reg: duty_cycle[9] / duty_cycle[9] / 490
Power is estimated from default activity; no workload was simulated.

<file path="design/flow/design.v">
`timescale 1ns / 1ps
module PWM
          (
           clk,
           rst,
           duty,
           pwm
           );         
   input clk;
   input rst;
   input [31:0] duty;
   output reg pwm;
   integer counter;
  always @ (posedge clk)
    begin
      counter <= counter +1 ;
      if (rst)
        begin
          pwm <=0;
          counter <=0;
        end 
      else
        begin
          if (counter < duty)
            begin
              pwm <= 1;
            end 
          else
            begin
              pwm <=0;
            end 
          if (counter == 32'd100) 
            begin
              counter <=0;
            end 
        end 
    end 
endmodule
</file>
<file path="design/flow/run.sh">
#!/bin/bash
# OpenROAD 26Q1-2900-gdf79404cd8, Yosys 0.63+post, stock flow scripts
make -C /OpenROAD-flow-scripts/flow DESIGN_CONFIG=/design/flow/config.mk WORK_HOME=/design/flow/orfs finish
</file>
<file path="design/flow/config.mk">
export PLATFORM = sky130hd
export DESIGN_NAME = PWM
export DESIGN_NICKNAME = PWM
export VERILOG_FILES = /design/flow/design.v
export SDC_FILE = /design/flow/constraint.sdc
export NUM_CORES = 4
export LEC_CHECK = 1
export CORE_UTILIZATION = 30
</file>
<file path="design/flow/constraint.sdc">
current_design PWM

set clk_period 4.8
set clk_io_pct 0.2

create_clock -name clk0 -period $clk_period [get_ports {clk}]

set non_clock_inputs [all_inputs -no_clocks]
set_input_delay [expr $clk_period * $clk_io_pct] -clock clk0 $non_clock_inputs
set_output_delay [expr $clk_period * $clk_io_pct] -clock clk0 [all_outputs]
</file>
==> results.ini <==
[clocking]
ctsResizeCount=0
clock_path_buffers=2
clk_latency_ns=0.29
postCtsSetupRepairBufs=0
clockRootBuffer=clkbuf_8
cts_tree=done
numCtsBuffers=5
cts.sinks=33
cts.htree.levels=2
clk_pin_slew_ns=0.07
cts_hold_buf=0

[final_timing]
tns_ns=0
rsz0062_at_grt=false
hold_viol=0
finalWorstSetupSlack_ns=2.23
worstMarginPinSlew_ns=0.625
slew-limit-headroom=0.582
period_used_share=0.535
finalSetupViolations=0
clock_skew_ns=0.0102
achievable-frequency_mhz=390
fin_crit_ns=2.57
maxSlewViolCount=0

[die]
die_area_um2=8200
rows=31
io_pins=35
die_w_um=90.6
die_height_um=90.6
fp_util=0.318
core_area_um2=7410

[job]
log.warning_count=26
drv_cap=0

[drt]
postRouteWirelength_mm=5.00
drt_iter0_markers=125
postRouteAntennaNets=0
diodes=0
first_pass_iters=5
num_vias=2012
vias_per_cell=4.76
wire_per_inst_um=11.8
drc=0

[critical_path]
path_class=input port to register
worst_setup_path_start_kind=input port
cp_data_arrival_time_ns=2.79
end_kind=register
worstPathMaxFanout=2
crit_required_ns=5.02

[yosys]
aoi_share=0.0665
avgSynthCellArea_um2=8.14
synth_area_um2=2350
muxShareOfSynthArea=0
common_cells=inv_1 (37), nor2_1 (37), dfxtp_1 (33), ha_1 (33), xnor2_1 (23)
async_flop_share=0
synth_flops=33
top_cell_area_share=0.281
synth.cellmix.adderShare=0.176
ys_cells=289
yosys.area_share.simple=0.288
top_cells_by_area=dfxtp_1 (28%), ha_1 (18%), xnor2_1 (8.6%)
ys_sh_xor=0.112
yosysUniqueCellTypes=37
synth_top_cell_by_area=dfxtp_1
synth_seq_share=0.281
synth_warnings=1
yosys_most_used_dff=dfxtp_1
synth_cells=289
synth.logic.top_family=simple AND/OR/NAND/NOR gates
edf_count=0
ys_area_um2=2350

[global_route]
grt_pass1_wl_mm=8.76
grt-ovfl-total=0
grt_pass1_vias=1916
grt_max_degree=30
grt_util_all_layers=0.131
grt_antenna_before_repair=0

[power_and_ir_drop]
leakagePower_uw=0.00125
vdd_drop_max_uv=121
power_per_cell_area_nw_per_um2=210
total_power_uw=610

[cells_and_area]
area_growth_pct=23.3
comb_area_um2=1510
post-route-util=0.391
drive_gt1_frac=0.0556
fill_cells=710
flop_area_um2=661
final_cells=423

[place]
place.detailed.hpwl_mm=3.79
dp.cells=415
place.port_buffers=34
dp_slack_ns=1.91
gp_congestion=0.825

[outcome]
status=finished clean

[worst_hold_path]
hold_class=register to register

power breakdown:
group	switching, uW	leakage [uW]	internal, uW	total [uW]
logic	23.9	0.000929	38.3	62.2
clock network	99.3	0.0000585	169	268
registers	3.48	0.000267	276	280
sequential cells by signal, summed over array words and instances, names as in the netlist:
| name | cells |
|---|---|
| pwm | 1 |
| counter | 32 |
worst max-delay path: stages:
cell and delay [ns]:
clkdlybuf4s50_1 0.45, inv_1 0.04, ha_1 0.30, a211o_1 0.29, a31oi_1 0.13, o311ai_0 0.17
a211o_1 0.34, a21oi_1 0.11
cells in the final DEF, fill, tap and decap left out, types with 2 or more instances in the layout:
cell type / Yosys / final
clkdlybuf4s50_1: 0 / 34
nor4_2: 2 / 2
o21ai_0: 4 / 4
nand3_1: 14 / 14
nand4_4: 2 / 2
inv_1: 37 / 37
ha_1: 33 / 33
and4_1: 6 / 6
xnor2_1: 23 / 23
clkbuf_8: 0 / 6
nor2_2: 2 / 2
nor4_1: 9 / 9
nor3_1: 11 / 11
and3_1: 2 / 2
nor2b_1: 2 / 2
xor2_1: 7 / 7
nand2_1: 19 / 19
and2_1: 2 / 2
nor4b_1: 2 / 2
nor2_1: 37 / 37
a211o_1: 3 / 3
a21oi_1: 11 / 11
nand4_1: 8 / 8
dfxtp_1: 33 / 33
metrics by stage:
step	hold WS, ns	area, um^2
finish	0.487	2900
CTS	0.489	2900
global placement	0.472	2780
floorplan	0.444	2350
detailed placement	0.473	2780
global route	0.503	2900
logic make-up after synthesis:
| group | Yosys count |
|---|---|
| flops | 33 |
| xor+xnor | 30 |
| buf+inv | 45 |
| simple gates | 123 |
| compound gates | 25 |
| fa+ha+maj | 33 |
final cells by class:
cell class,count,area share
clock buffers,7,0.0298
clock inverters,1,0.0104
inverters,37,0.0479
multi-input cells,211,0.522
flip-flops and latches,33,0.228
well taps,99,0.0427
repair buffers,35,0.120
layer usage:
metal,share of wire,vias to the layer above,track usage
li1,-,1061,-
met1,0.48,907,0.185
met2,0.46,35,0.211
met3,0.042,9,0.0274
met4,0.019,0,0.0228
met5,0,-,0
worst paths after layout:
path	startpoint	endpoint	slack, ns	cells after the start
max	duty[2]	pwm	2.23	8
min	counter[0]	counter[0]	0.49	1
max reg2reg	counter[2]	counter[31]	2.77	5
min reg2reg	counter[0]	counter[0]	0.49	1
No activity file was given, so power comes from the tool's default toggle rates.
